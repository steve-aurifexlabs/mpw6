==> design.v <==
`default_nettype none
module cpu(
	input clk,
	input rst,
	output [31:0] address,
	input [31:0] dataIn,
	output [31:0] dataOut,
	output writeEnable,
	output [3:0] writeMask,
	output transactionBegin,
	input transactionEnd,
);
localparam registerImmediateOpcode = 19;
localparam luiOpcode = 55;
localparam auipcOpcode = 23;
localparam registerRegisterOpcode = 51;
localparam jalOpcode = 111;
localparam jalrOpcode = 103;
localparam branchOpcode = 99;
localparam loadOpcode = 3;
localparam storeOpcode = 35;
localparam addFunc3 = 0;
localparam subFunc3 = 0;
localparam sllFunc3 = 1;
localparam sltFunc3 = 2;
localparam sltuFunc3 = 3;
localparam xorFunc3 = 4;
localparam srlFunc3 = 5;
localparam sraFunc3 = 5;
localparam orFunc3 = 6;
localparam andFunc3 = 7;
localparam lwFunc3 = 2;
localparam lhFunc3 = 1;
localparam lbFunc3 = 0;
localparam lhuFunc3 = 5;
localparam lbuFunc3 = 4;
localparam swFunc3 = 2;
localparam shFunc3 = 1;
localparam sbFunc3 = 0;
localparam addFunc7 = 0;
localparam subFunc7 = 16;
localparam srlFunc7 = 0;
localparam sraFunc7 = 16;
localparam beqFunc3 = 0;
localparam bneFunc3 = 1;
localparam bltFunc3 = 4;
localparam bltuFunc3 = 6;
localparam bgeFunc3 = 5;
localparam bgeuFunc3 = 7;
localparam registerFileAddress = 27'h7000000;
reg [5:0] state;
reg [7:0] counter;
reg [31:0] programCounter;
reg [31:0] instruction;
reg [31:0] register1;
reg [31:0] register2;
reg [31:0] address;
reg [31:0] dataOut;
reg writeEnable;
reg [3:0] writeMask;
reg branchBit;
reg transactionBegin;
reg [31:0] aluOut;
reg [5:0] next_state;
reg [7:0] next_counter;
reg [31:0] next_programCounter;
reg [31:0] next_instruction;
reg [31:0] next_register1;
reg [31:0] next_register2;
reg [31:0] next_address;
reg [31:0] next_dataOut;
reg next_writeEnable;
reg [3:0] next_writeMask;
reg next_branchBit;
reg next_transactionBegin;
reg [31:0] next_aluOut;
always @(posedge clk) begin
	if(rst) begin
		state <= 0;
		counter <= 0;
		programCounter <= 0;
		instruction <= 0;
		register1 <= 0;
		register2 <= 0;
		address <= 0;
		dataOut <= 0;
		writeEnable <= 0;
		writeMask <= 0;
		branchBit <= 0;
		transactionBegin <= 0;
		aluOut <= 0;
	end
	else begin
		state <= next_state;
		counter <= next_counter;
		programCounter <= next_programCounter;
		instruction <= next_instruction;
		register1 <= next_register1;
		register2 <= next_register2;
		address <= next_address;
		dataOut <= next_dataOut;
		writeEnable <= next_writeEnable;
		writeMask <= next_writeMask;
		branchBit <= next_branchBit;
		transactionBegin <= next_transactionBegin;
		aluOut <= next_aluOut;
	end
end
wire [6:0] opcode;
wire [2:0] func3;
wire [6:0] func7;
wire [4:0] rs1;
wire [4:0] rs2;
wire [4:0] rd;
wire [31:0] immediate;
wire [4:0] shiftAmount;
wire [31:0] upperImmediate;
wire [31:0] jumpOffset;
wire [31:0] branchOffset;
wire [31:0] loadOffset;
wire [31:0] storeOffset;
assign opcode = instruction[6:0];   
assign func3 = instruction[14:12];   
assign func7 = instruction[31:25];   
assign rs1 = instruction[19:15];
assign rs2 = instruction[24:20];
assign rd = instruction[11:7];
assign immediate = { instruction[31] * 21, instruction[31:20] };   
assign shiftAmount = instruction[24:20];   
assign upperImmediate = { instruction[31:12], 12'h000 };   
assign jumpOffset = { {12{instruction[31]}}, instruction[19:12], instruction[20], instruction[30:21], 1'b0 };   
assign branchOffset = { {20{instruction[31]}}, instruction[7], instruction[30:25], instruction[11:8], 1'b0 };   
assign loadOffset = immediate;   
assign storeOffset = { {21{instruction[31]}}, instruction[30:25], instruction[11:8], instruction[7], 1'b0 };   
localparam start = 0;
localparam instructionFetch = 1;
localparam instructionFetchWait = 2;
localparam readR1 = 3;
localparam readR1Wait = 4;
localparam readR1AndR2 = 5;
localparam readR1AndR2R1 = 6;
localparam readR1AndR2R1Wait = 7;
localparam readR1AndR2Rest = 8;
localparam readR1AndR2R2 = 9;
localparam readR1AndR2R2Wait = 10;
localparam writeBack = 11;
localparam writeBackWait = 12;
localparam advanceProgramCounter = 13;
localparam instructionDispatch = 14;
localparam instructionDispatchR1 = 15;
localparam instructionDispatchR1AndR2 = 16;
localparam registerImmediateStart = 17;
localparam loadUpperImmediateStart = 18;
localparam addUpperImmediateToPCStart = 19;
localparam registerRegisterStart = 20;
localparam jumpAndLinkStart = 21;
localparam jumpAndLinkRegisterStart = 22;
localparam jumpAndLink = 23;
localparam branchStart = 24;
localparam branchCalculateTarget = 25;
localparam branchSetProgramCounter = 26;
localparam loadStart = 27;
localparam loadMemoryAccess = 28;
localparam loadMemoryAccessWait = 29;
localparam storeStart = 30;
localparam storeMemoryAccess = 31;
localparam storeMemoryAccessWait = 32;
always @(*) begin
	next_state = state;
	next_counter = counter + 1;
	next_programCounter = programCounter;
	next_instruction = instruction;
	next_register1 = register1;
	next_register2 = register2;
	next_address = address;
	next_dataOut = dataOut;
	next_writeEnable = writeEnable;
	next_writeMask = writeMask;
	next_branchBit = branchBit;
	next_transactionBegin = transactionBegin;
	case(state)
		'd0 : begin  
			next_state = instructionFetch;
		end
		'd1 : begin  
			next_address = programCounter;
			next_transactionBegin = 1;
			next_state = instructionFetchWait;
		end
		'd2 : begin  
			next_instruction = dataIn;
			next_transactionBegin = 0;
			if(transactionEnd == 1) begin
				next_state = instructionDispatch;
			end
		end
		'd3 : begin  
			if(rs1 == 0) begin
				next_register1 = 0;
				next_state = instructionDispatchR1;
			end
			else begin
				next_address = { registerFileAddress, rs1 };
				next_transactionBegin = 1;
				next_state = readR1Wait;
			end
		end
		'd4 : begin  
			next_register1 = dataIn;
			next_transactionBegin = 0;
			if(transactionEnd == 1) begin
				next_state = instructionDispatchR1;
			end
		end
		'd5 : begin  
			next_state = readR1AndR2R1;
		end
		'd6 : begin  
			if(rs1 == 0) begin
				next_register1 = 0;
				next_state = readR1AndR2R2;
			end
			else begin
				next_address = { registerFileAddress, rs1 };
				next_transactionBegin = 1;
				next_state = readR1AndR2R1Wait;
			end
		end
		'd7 : begin  
			next_register1 = dataIn;
			next_transactionBegin = 0;
			if(transactionEnd == 1) begin
				next_state = readR1AndR2Rest;
			end
		end
		'd8 : begin  
			next_state = readR1AndR2R2;
		end
		'd9 : begin  
			if(rs2 == 0) begin
				next_register2 = 0;
				next_state = instructionDispatchR1AndR2;
			end
			else begin
				next_address = { registerFileAddress, rs2 };
				next_transactionBegin = 1;
				next_state = readR1AndR2R2Wait;
			end
		end
		'd10 : begin  
			next_register2 = dataIn;
			next_transactionBegin = 0;
			if(transactionEnd == 1) begin
				next_state = instructionDispatchR1AndR2;
			end
		end
		'd11 : begin  
			next_address = { registerFileAddress, rd };
			next_dataOut = aluOut;
			next_writeEnable = 1;
			next_transactionBegin = 1;
			next_state = writeBackWait;
		end
		'd12 : begin  
			next_transactionBegin = 0;
			if(transactionEnd == 1) begin
				next_state = advanceProgramCounter;
			end
		end
		'd13 : begin  
			next_programCounter = programCounter + 4;
			next_state = start;
		end
		'd14 : begin  
			if(opcode == registerImmediateOpcode) begin
				next_state = readR1;
			end
			else if(opcode == luiOpcode) begin
				next_state = loadUpperImmediateStart;
			end
			else if(opcode == auipcOpcode) begin
				next_state = addUpperImmediateToPCStart;
			end
			else if(opcode == registerRegisterOpcode) begin
				next_state = readR1AndR2;
			end
			else if(opcode == jalOpcode) begin
				next_state = jumpAndLinkStart;
			end
			else if(opcode == jalrOpcode) begin
				next_state = readR1;
			end
			else if(opcode == branchOpcode) begin
				next_state = readR1AndR2;
			end
			else if(opcode == loadOpcode) begin
				next_state = readR1;
			end
			else if(opcode == storeOpcode) begin
				next_state = readR1AndR2;
			end
			else begin
				next_state = start;
			end
		end
		'd15 : begin  
			if(opcode == registerImmediateOpcode) begin
				next_state = registerImmediateStart;
			end
			else if(opcode == jalrOpcode) begin
				next_state = jumpAndLinkRegisterStart;
			end
			else if(opcode == loadOpcode) begin
				next_state = loadStart;
			end
			else begin
				next_state = start;
			end
		end
		'd16 : begin  
			if(opcode == registerRegisterOpcode) begin
				next_state = registerRegisterStart;
			end
			else if(opcode == branchOpcode) begin
				next_state = branchStart;
			end
			else if(opcode == storeOpcode) begin
				next_state = storeStart;
			end
			else begin
				next_state = start;
			end
		end
		'd17 : begin  
			if(func3 == addFunc3 && func7 == addFunc7) begin
				next_aluOut = register1 + immediate;
			end
			else if(func3 == sltFunc3) begin
				next_aluOut = register1 < immediate ? 0 : 1;
			end
			else if(func3 == sltuFunc3) begin
				next_aluOut = register1 - immediate < 128 ? 0 : 1;
			end
			else if(func3 == andFunc3) begin
				next_aluOut = register1 & immediate;
			end
			else if(func3 == orFunc3) begin
				next_aluOut = register1 | immediate;
			end
			else if(func3 == xorFunc3) begin
				next_aluOut = register1 ^ immediate;
			end
			else if(func3 == sllFunc3) begin
				next_aluOut = register1 << shiftAmount;
			end
			else if(func3 == srlFunc3 && func7 == srlFunc7) begin
				next_aluOut = register1 >> shiftAmount;
			end
			else if(func3 == sraFunc3 && func7 == sraFunc7) begin
				next_aluOut = register1 >>> shiftAmount;
			end
			else begin
				next_aluOut = 0;
			end
			next_state = writeBack;
		end
		'd18 : begin  
			next_aluOut = upperImmediate;
			next_state = writeBack;
		end
		'd19 : begin  
			next_aluOut = upperImmediate + programCounter;
			next_state = writeBack;
		end
		'd20 : begin  
			if(func3 == addFunc3 && func7 == addFunc7) begin
				next_aluOut = register1 + register2;
			end
			else if(func3 == sltFunc3) begin
				next_aluOut = register1 < register2 ? 0 : 1;
			end
			else if(func3 == sltuFunc3) begin
				next_aluOut = register1 - register2 < 128 ? 0 : 1;
			end
			else if(func3 == andFunc3) begin
				next_aluOut = register1 & register2;
			end
			else if(func3 == orFunc3) begin
				next_aluOut = register1 | register2;
			end
			else if(func3 == xorFunc3) begin
				next_aluOut = register1 ^ register2;
			end
			else if(func3 == subFunc3 && func7 == subFunc7) begin
				next_aluOut = register1 - register2;
			end
			else if(func3 == sllFunc3) begin
				next_aluOut = register1 << register2[4:0];
			end
			else if(func3 == srlFunc3 && func7 == srlFunc7) begin
				next_aluOut = register1 >> register2[4:0];
			end
			else if(func3 == sraFunc3 && func7 == sraFunc7) begin
				next_aluOut = register1 >>> register2[4:0];
			end
			else begin
				next_aluOut = 0;
			end
			next_state = writeBack;
		end
		'd21 : begin  
			next_aluOut = programCounter + jumpOffset;
			next_state = jumpAndLink;
		end
		'd22 : begin  
			next_aluOut = register1 + jumpOffset;
			next_state = jumpAndLink;
		end
		'd23 : begin  
			next_programCounter = aluOut;
			next_aluOut = programCounter;
			next_state = writeBack;
		end
		'd24 : begin  
			next_aluOut = register1 - register2;
			next_state = branchCalculateTarget;
		end
		'd25 : begin  
			if(func3 == beqFunc3) begin
				next_branchBit = (aluOut == 0);
			end
			else if(func3 == bneFunc3) begin
				next_branchBit = (aluOut != 0);
			end
			else if(func3 == bltFunc3) begin
				next_branchBit = aluOut[31];
			end
			else if(func3 == bltuFunc3) begin
				next_branchBit = aluOut[31];  
			end
			else if(func3 == bgeFunc3) begin
				next_branchBit = aluOut[31] && (aluOut != 0);
			end
			else if(func3 == bgeuFunc3) begin
				next_branchBit = aluOut[31] && (aluOut != 0);   
			end
			else begin
				next_branchBit = 0;
			end
			next_aluOut = programCounter + branchOffset;
			next_state = branchSetProgramCounter;
		end
		'd26 : begin  
			next_programCounter = branchBit ? programCounter + 4 : aluOut;
			next_state = start;
		end
		'd27 : begin  
			next_aluOut = register1 + loadOffset;
			next_state = loadMemoryAccess;
		end
		'd28 : begin  
			next_address = aluOut;
			next_transactionBegin = 1;
			next_state = loadMemoryAccessWait;
		end
		'd29 : begin  
			if(func3 == lbFunc3) begin
				next_aluOut = { 24'h000000, dataIn[7:0] };
			end
			else if(func3 == lhFunc3) begin
				next_aluOut = { 16'h0000, dataIn[15:0] };
			end
			else if(func3 == lbuFunc3) begin
				next_aluOut = { {24{dataIn[7]}}, dataIn[7:0] };
			end
			else if(func3 == lhuFunc3) begin
				next_aluOut = { {16{dataIn[15]}}, dataIn[15:0] };
			end
			else if(func3 == lwFunc3) begin
				next_aluOut = dataIn;
			end
			else begin
				next_aluOut = dataIn;
			end
			next_transactionBegin = 0;
			if(transactionEnd == 1) begin
				next_state = writeBack;
			end
		end
		'd30 : begin  
			next_aluOut = register1 + storeOffset;
			next_state = storeMemoryAccess;
		end
		'd31 : begin  
			next_address = aluOut;
			next_dataOut = register2;
			next_writeEnable = 1;
			if(func3 == sbFunc3) begin
				next_writeMask = 1;
			end
			else if(func3 == shFunc3) begin
				next_writeMask = 3;
			end
			else if(func3 == swFunc3) begin
				next_writeMask = 15;
			end
			else begin
				next_writeMask = 0;
			end
			next_transactionBegin = 1;
			next_state = storeMemoryAccessWait;
		end
		'd32 : begin  
			next_transactionBegin = 0;
			if(transactionEnd == 1) begin
				next_state = advanceProgramCounter;
			end
		end
	endcase
end
endmodule
==> run.sh <==
#!/bin/bash
# OpenROAD 26Q1-2900-gdf79404cd8, Yosys 0.63+post, stock flow scripts
make -C /OpenROAD-flow-scripts/flow DESIGN_CONFIG=/design/flow/config.mk WORK_HOME=/design/flow/orfs finish
==> config.mk <==
export PLATFORM = sky130hd
export DESIGN_NAME = cpu
export DESIGN_NICKNAME = cpu
export VERILOG_FILES = /design/flow/design.v
export SDC_FILE = /design/flow/constraint.sdc
export NUM_CORES = 4
export LEC_CHECK = 1
export CORE_UTILIZATION = 30
==> constraint.sdc <==
current_design cpu

set clk_period 14.4
set clk_io_pct 0.2

create_clock -name clk0 -period $clk_period [get_ports {clk}]

set non_clock_inputs [all_inputs -no_clocks]
set_input_delay [expr $clk_period * $clk_io_pct] -clock clk0 $non_clock_inputs
set_output_delay [expr $clk_period * $clk_io_pct] -clock clk0 [all_outputs]
==> Slide: Implementation Results <==
Flow Results at a Glance

Final timing
  • Register pins left without a clock: 32
  • Period utilization: 0.331
  • Fin crit period: 4.77 ns
  • Fin. max-slew vios: 0
  • Fin. Hold Viols: 0
  • Fmax: 210 MHz
  • Fin Setup TNS: 0 ns
  • Setup-failing EPs final: 0
  • Worst Tran Pin Value: 1.20 ns
  • Unrepaired setup endpoints after global routing: no
  • Clock Skew: 0.0114 ns
  • Slew HR: 0.182
  • Endpoints left unconstrained: 32

Routing
  • Mean routed wirelength per cell: 28.2 um
  • Post-Route WL: 148000 um
  • First-pass DRT Iterations: 7
  • Ant diodes: 0
  • Iter 0 DRT Violations: 4156
  • Detailed-route via count: 32.6k
  • DRC errors left: 0
  • Drt via density: 6.23
  • Number of nets with antenna violations after routing: 0

Worst setup path
  • Crit Path Category: input port to flop
  • Worst EP required: 14.81 ns
  • R2R Path Start: state[4]
  • Reg2reg end: address[4]
  • Worst-path maximum fanout: 10
  • Endpoint class of the critical path: flop
  • Worst EP arrival: 5.17 ns
  • Critical path startpoint category: input port
  • R2r setup slk: 10.49 ns
  • Reg2Reg Depth: 11
  • Worst setup path startpoint: transactionEnd

Floorplan
  • Rows: 111
  • Starting Density: 0.304
  • Chip area: 94800 um^2
  • Core box area: 92200 um^2
  • Boundary Pins: 105
  • Die height: 308 um
  • Die X: 308 um

Clock tree
  • CTS Hold Bufs: 0
  • Post_cts resized: 0
  • CTS tree: built
  • Worst-Skew Late Latency: 0.54 ns
  • CTS H-Tree Depth: 1
  • CTS Buf Count: 22
  • Clock Path Buffers: 3
  • Reg clk slew, reported paths: 0.07 ns
  • Buffer count from post-CTS setup fixing: 0
  • Clock Tree Root: clkbuf_16

Pwr
  • Leak pwr: 11.2 nW
  • Peak supply drop: 92.3 uV
  • Pwr dens: 159 nW/um^2
  • P_int: 2.20 mW
  • Switch share: 0.555
  • Logic pwr share: 0.669
  • Switching Power: 2.74 mW
  • Clock network fraction of total power: 0.137
  • Register share of total power: 0.194

Global routing
  • Gr ovfl total: 0
  • Initial antenna violation count: 3
  • Vias in the first global route: 29.8k
  • First-pass GRT wire length: 213000 um
  • Largest net degree at the start of global routing: 86
  • GRT Resource Usage Total: 0.310

Worst hold path
  • Hold wc startpoint: instruction[0]
  • Worst Hold Endpoint: instruction[0]
  • Hold path depth: 2
  • Worst Hold Class: flop to flop

Yosys
  • EDFF count, synth: 0
  • Cell Area, Synth: 28100 um^2
  • Area share of the largest cell type after synthesis: 0.168
  • Synthesis area per yosys: 28100 um^2
  • Most common reg cell: dfxtp_1
  • Share of flip-flops with an asynchronous set or reset: 0
  • Ys Warns: 1
  • #FFs+latches synth: 268
  • Synth Instances: 4043
  • Post-synth cell types: 95
  • Post-synth top area cell: dfxtp_1
  • Syn avg cell area: 6.94 um^2
  • Main area contributors: dfxtp_1 (17%), ha_1 (9.8%), a21oi_1 (7.0%)
  • Ys cells: 4043

Placed design
  • Placed cells: 5189
  • Post-detail-place hpwl: 113000 um
  • I/O Buffers: 104
  • GPL Wtd Cong: 1.04

Job
  • Count of tool warnings: 119
  • Max_cap viols: 0

Cells and area
  • Register area: 5210 um^2
  • Logic area: 21300 um^2
  • Layout Cells excl Fill: 5228
  • Fillers: 9861
  • Area grow syn2layout: 11.1%
  • Layout cells sized above 1: 0.0587

Outcome
  • Outcome: finished, final reports clean
state kept, by name, indices dropped and copies added (netlist names):
| signal | flops |
|---|---|
| address | 32 |
| aluOut | 32 |
| branchBit | 1 |
| dataOut | 32 |
| instruction | 32 |
| next_aluOut | 32 |
| programCounter | 32 |
| register1 | 32 |
| register2 | 32 |
| state | 6 |
| transactionBegin | 1 |
| writeEnable | 1 |
| writeMask | 3 |
routing by layer:
| metal | share of wire | track usage | up-vias |
|---|---|---|---|
| met4 | 0.047 | 0.121 | 4 |
| met2 | 0.42 | 0.455 | 1944 |
| met3 | 0.11 | 0.0790 | 330 |
| met1 | 0.42 | 0.436 | 15400 |
| li1 | - | - | 14900 |
| met5 | 0.00022 | 0 | - |
critical path, stage by stage:
cell,delay [ns]
clkdlybuf4s50_1,0.61
nor4b_1,0.25
a31oi_1,0.17
nor3_1,0.07
a31oi_1,0.17
nor2_1,0.09
nor3_1,0.23
nand3_1,0.09
or4b_2,0.61
kinds of logic after synthesis:
logic type,after synthesis,synth area share
AND/OR/NAND/NOR,1417,0.235
multiplexers,82,0.0305
buffers and inverters,443,0.0619
AND-OR/OR-AND,1477,0.345
adder cells (fa/ha/maj),227,0.103
XOR/XNOR,129,0.0402
flip-flops,236,0.168
latches,32,0.0171
stage by stage:
stage	util	power [mW]	worst slack (ns)	hold slack [ns]	instance area, um^2
after floorplan	-	2.88	9.81	0.416	28100
after global placement	0.329	4.15	9.07	0.445	30400
after detailed placement	0.329	4.12	9.12	0.447	30400
after CTS	0.338	4.81	9.67	0.457	31200
after global routing	0.338	5.14	9.52	0.475	31200
final	0.338	4.95	9.63	0.454	31200
worst max-delay path by stage:
stage | depth (start not counted) | slack (ns) | end
CTS | 9 | 9.67 | state[3]
global route | 9 | 9.52 | state[3]
finish | 9 | 9.63 | state[3]
power by group through the flow:
stage | logic (mW) | registers [mW] | clock network, mW
after CTS | 3.17 | 0.953 | 0.685
after global routing | 3.46 | 0.970 | 0.707
final | 3.31 | 0.960 | 0.679
cell usage in the layout (no fill, tap or decap), types with 62 or more instances in the layout:
| cell type | n |
|---|---|
| a21oi_1 | 388 |
| inv_1 | 133 |
| a22oi_1 | 97 |
| mux2i_1 | 62 |
| clkdlybuf4s50_1 | 103 |
| nor3_1 | 110 |
| dfxtp_1 | 234 |
| xnor2_1 | 90 |
| a211oi_1 | 130 |
| nand2_1 | 458 |
| nor2_1 | 375 |
| a21o_1 | 62 |
| nor2b_1 | 65 |
| ha_1 | 221 |
| buf_4 | 106 |
| nand3_1 | 143 |
| o21ai_0 | 305 |
Yosys cell counts (29+ instances only):
master / number
dfxtp_1: 236
nand4_1: 34
a211oi_1: 131
a31oi_1: 56
nor2_1: 382
buf_2: 32
o211ai_1: 53
o22ai_1: 29
ha_1: 221
xor2_1: 39
inv_1: 133
dlxtn_1: 32
nand2_1: 458
a221oi_1: 35
nor3_1: 115
nand2b_1: 41
mux2i_1: 63
a311oi_1: 43
nor4_1: 31
a21o_1: 63
clkbuf_1: 250
nand3_1: 144
o21ai_0: 306
a21oi_1: 391
a22oi_1: 97
nor2b_1: 66
xnor2_1: 90
and3_1: 34
area by class of cell:
cell class | count | area share
Multi-Input combinational cell | 3332 | 0.682
Sequential cell | 268 | 0.167
Timing Repair Buffer | 210 | 0.0590
Tap cell | 1243 | 0.0498
Clock buffer | 25 | 0.0193
Inverter | 136 | 0.0164
Clock inverter | 14 | 0.00686
No activity file was given, so power comes from the tool's default toggle rates.
